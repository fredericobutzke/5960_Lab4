--- flow/design.v ---
module ring (rst, la);
   input  rst;
   output la;
   wire  r0, a0, r1, a1, r2, a2, r3, a3, ck0, ck1, ck2, ck3;
   assign la = a0;
   C300R3044    c0 (.lr(r0), .la(a0), .rr(r1), .ra(a1), .ck(ck0), .rst(rst));
   C300R3044r1  c1 (.lr(r1), .la(a1), .rr(r2), .ra(a2), .ck(ck1), .rst(rst));
   C300R3044    c2 (.lr(r2), .la(a2), .rr(r3), .ra(a3), .ck(ck2), .rst(rst));
   C300R3044r1  c3 (.lr(r3), .la(a3), .rr(r0), .ra(a0), .ck(ck3), .rst(rst));
endmodule  
module C300R3044 (lr, la, rr, ra, ck, rst);
   input  lr, ra, rst;
   output la, rr, ck;
   wire   la_, rr_, ra_, y_, y, rrx, lax;
   assign #1 rr = rrx;
   assign #1 la = lax;
   AOI33_C  C300R30440 (.A1(lr), .A2(ra_), .A3(y_), .B1(lr), .B2(la), .B3(1'b1), .Z(la_));
   NOR2_C   C300R30441 (.A(la_), .B(rst), .Z(lax));
   AOI33_C  C300R30442 (.A1(lr), .A2(ra_), .A3(y_), .B1(ra_), .B2(rr), .B3(1'b1), .Z(rr_));
   NOR2_C   C300R30443 (.A(rr_), .B(rst), .Z(rrx));
   OR2_C    C300R30444 (.A(la), .B(rr), .Z(y));
   INVERT_C C300R30445 (.A(y), .Z(y_));
   INVERT_C C300R30446 (.A(ra), .Z(ra_));
   INVERT_C C300R30447 (.A(rr_), .Z(ck));
endmodule  
module C300R3044r1 (lr, la, rr, ra, ck, rst);
   input  lr, ra, rst;
   output la, rr, ck;
   wire   la_, rr_, ra_, y_, rst_, y, rrx, lax;
   assign #1 rr = rrx;
   assign #1 la = lax;
   AOI33_C  C300R3044r10 (.A1(lr), .A2(ra_), .A3(y_), .B1(lr), .B2(la), .B3(1'b1), .Z(la_));
   NOR2_C   C300R3044r11 (.A(la_), .B(rst), .Z(lax));
   AOI33_C  C300R3044r12 (.A1(lr), .A2(ra_), .A3(y_), .B1(ra_), .B2(rr), .B3(1'b1), .Z(rr_));
   NAND2_C  C300R3044r13 (.A(rr_), .B(rst_), .Z(rrx));
   OR2_C    C300R3044r14 (.A(la), .B(rr), .Z(y));
   INVERT_C C300R3044r15 (.A(y), .Z(y_));
   INVERT_C C300R3044r16 (.A(ra), .Z(ra_));
   INVERT_C C300R3044r17 (.A(rr_), .Z(ck));
   INVERT_C C300R3044r18 (.A(rst), .Z(rst_));
endmodule  
module bcast_fork (bi, bo0, bo1, ji0, ji1, jo);
   input  bi, ji0, ji1;
   output bo0, bo1, jo;
   c_element_nand   bcastc  (.y(jo), .a(ji0), .b(ji1));
   assign bo0 = bi;
   assign bo1 = bi;
endmodule  
module bcast_fork_r0 (bi, bo0, bo1, ji0, ji1, jo, rst_);
   input  bi, ji0, ji1, rst_;
   output bo0, bo1, jo;
   c_element_nand_r0a   bcastc  (.y(jo), .a(ji0), .b(ji1), .rst_(rst_));
   assign bo0 = bi;
   assign bo1 = bi;
endmodule  
module c_element_nand (y, a, b);
   input  a, b;
   output y;
   wire   ab, ay, by;
   NAND2_C  c_element_nand0  (.A(a), .B(b), .Z(ab));
   NAND2_C  c_element_nand1  (.A(a), .B(y), .Z(ay));
   NAND2_C  c_element_nand2  (.A(b), .B(y), .Z(by));
   NAND3_C  c_element_nand3  (.A(ab),.B(ay),.C(by), .Z(y));
endmodule  
module c_element_nand_r0a (y, a, b, rst_);
   input  a, b, rst_;
   output y;
   wire   ab, ay, by;
   NAND2_C  c_element_nand_r0a0  (.A(a), .B(b), .Z(ab));
   NAND3_C  c_element_nand_r0a1  (.A(a), .B(y), .C(rst_), .Z(ay));
   NAND2_C  c_element_nand_r0a2  (.A(b), .B(y), .Z(by));
   NAND3_C  c_element_nand_r0a3  (.A(ab),.B(ay),.C(by),   .Z(y));
endmodule  
module latch32 (d, q, clk);
   input             clk;
   input      [31:0] d;
   output     [31:0] q;
   wire 	     ck_;
   INVERT_M clkbuf (.A(clk), .Z(ck_));
   LATSR_E qreg31  ( .CLK(ck_), .D(d[31]), .RN(1'b1), .S(1'b0), .Q(q[31]) );
   LATSR_E qreg30  ( .CLK(ck_), .D(d[30]), .RN(1'b1), .S(1'b0), .Q(q[30]) );
   LATSR_E qreg29  ( .CLK(ck_), .D(d[29]), .RN(1'b1), .S(1'b0), .Q(q[29]) );
   LATSR_E qreg28  ( .CLK(ck_), .D(d[28]), .RN(1'b1), .S(1'b0), .Q(q[28]) );
   LATSR_E qreg27  ( .CLK(ck_), .D(d[27]), .RN(1'b1), .S(1'b0), .Q(q[27]) );
   LATSR_E qreg26  ( .CLK(ck_), .D(d[26]), .RN(1'b1), .S(1'b0), .Q(q[26]) );
   LATSR_E qreg25  ( .CLK(ck_), .D(d[25]), .RN(1'b1), .S(1'b0), .Q(q[25]) );
   LATSR_E qreg24  ( .CLK(ck_), .D(d[24]), .RN(1'b1), .S(1'b0), .Q(q[24]) );
   LATSR_E qreg23  ( .CLK(ck_), .D(d[23]), .RN(1'b1), .S(1'b0), .Q(q[23]) );
   LATSR_E qreg22  ( .CLK(ck_), .D(d[22]), .RN(1'b1), .S(1'b0), .Q(q[22]) );
   LATSR_E qreg21  ( .CLK(ck_), .D(d[21]), .RN(1'b1), .S(1'b0), .Q(q[21]) );
   LATSR_E qreg20  ( .CLK(ck_), .D(d[20]), .RN(1'b1), .S(1'b0), .Q(q[20]) );
   LATSR_E qreg19  ( .CLK(ck_), .D(d[19]), .RN(1'b1), .S(1'b0), .Q(q[19]) );
   LATSR_E qreg18  ( .CLK(ck_), .D(d[18]), .RN(1'b1), .S(1'b0), .Q(q[18]) );
   LATSR_E qreg17  ( .CLK(ck_), .D(d[17]), .RN(1'b1), .S(1'b0), .Q(q[17]) );
   LATSR_E qreg16  ( .CLK(ck_), .D(d[16]), .RN(1'b1), .S(1'b0), .Q(q[16]) );
   LATSR_E qreg15  ( .CLK(ck_), .D(d[15]), .RN(1'b1), .S(1'b0), .Q(q[15]) );
   LATSR_E qreg14  ( .CLK(ck_), .D(d[14]), .RN(1'b1), .S(1'b0), .Q(q[14]) );
   LATSR_E qreg13  ( .CLK(ck_), .D(d[13]), .RN(1'b1), .S(1'b0), .Q(q[13]) );
   LATSR_E qreg12  ( .CLK(ck_), .D(d[12]), .RN(1'b1), .S(1'b0), .Q(q[12]) );
   LATSR_E qreg11  ( .CLK(ck_), .D(d[11]), .RN(1'b1), .S(1'b0), .Q(q[11]) );
   LATSR_E qreg10  ( .CLK(ck_), .D(d[10]), .RN(1'b1), .S(1'b0), .Q(q[10]) );
   LATSR_E qreg9  ( .CLK(ck_), .D(d[9]), .RN(1'b1), .S(1'b0), .Q(q[9]) );
   LATSR_E qreg8  ( .CLK(ck_), .D(d[8]), .RN(1'b1), .S(1'b0), .Q(q[8]) );
   LATSR_E qreg7  ( .CLK(ck_), .D(d[7]), .RN(1'b1), .S(1'b0), .Q(q[7]) );
   LATSR_E qreg6  ( .CLK(ck_), .D(d[6]), .RN(1'b1), .S(1'b0), .Q(q[6]) );
   LATSR_E qreg5  ( .CLK(ck_), .D(d[5]), .RN(1'b1), .S(1'b0), .Q(q[5]) );
   LATSR_E qreg4  ( .CLK(ck_), .D(d[4]), .RN(1'b1), .S(1'b0), .Q(q[4]) );
   LATSR_E qreg3  ( .CLK(ck_), .D(d[3]), .RN(1'b1), .S(1'b0), .Q(q[3]) );
   LATSR_E qreg2  ( .CLK(ck_), .D(d[2]), .RN(1'b1), .S(1'b0), .Q(q[2]) );
   LATSR_E qreg1  ( .CLK(ck_), .D(d[1]), .RN(1'b1), .S(1'b0), .Q(q[1]) );
   LATSR_E qreg0  ( .CLK(ck_), .D(d[0]), .RN(1'b1), .S(1'b0), .Q(q[0]) );
endmodule  
module go64 (lr, la, lri, lai, rr, ra, rst);
   input  lr, lri, ra, rst;
   output la, lai, rr;
   wire   done, rr_;
   c_element_nand_r0a celt (.a(~done), .b(lr), .y(la), .rst_(~rst));
   count64            c64  (.clk(rr), .done(done), .rst(rst));
   OAI21_C            g640 (.A1(la), .A2(rr), .B(lri), .Z(rr_));
   assign rr  = ~(rr_ | rst);
   assign lai = ra;
endmodule  
module count64 (clk, done, rst);
   input  clk, rst;
   output done;
   reg [6:0] count;
   assign done = count[3];
   always @ (posedge clk or posedge rst) begin
      if (rst) count <= 0;
      else     count <= count + 1;
   end
endmodule  
module sigma0 (A, Z);
   input  [31:0] A;
   output [31:0] Z;
   assign Z[31:29] = A[6:4] ^ A[17:15];
   assign Z[28:0] = {A[3:0], A[31:7]} ^ {A[14:0],A[31:18]} ^ A[31:3];
endmodule
module sigma1 (A, Z);
   input  [31:0] A;
   output [31:0] Z;
   assign Z[31:22] = A[16:7] ^ A[18:9];
   assign Z[21:0] = {A[6:0],A[31:17]} ^ {A[8:0],A[31:19]} ^ A[31:10];
endmodule  
--- flow/run.sh ---
#!/bin/bash
# OpenROAD 26Q1-2900-gdf79404cd8, Yosys 0.63+post, stock flow scripts
make -C /OpenROAD-flow-scripts/flow DESIGN_CONFIG=/design/flow/config.mk WORK_HOME=/design/flow/orfs finish
--- flow/config.mk ---
export PLATFORM = sky130hd
export DESIGN_NAME = sigma0
export DESIGN_NICKNAME = sigma0
export VERILOG_FILES = /design/flow/design.v
export SDC_FILE = /design/flow/constraint.sdc
export NUM_CORES = 4
export LEC_CHECK = 1
export CORE_AREA = 10 10 95 95
export DIE_AREA = 0 0 105 105
--- flow/constraint.sdc ---
current_design sigma0

set clk_period 1.2
set clk_io_pct 0.2

create_clock -name clk0 -period $clk_period

set non_clock_inputs [all_inputs -no_clocks]
set_input_delay [expr $clk_period * $clk_io_pct] -clock clk0 $non_clock_inputs
set_output_delay [expr $clk_period * $clk_io_pct] -clock clk0 [all_outputs]
==> reports/writeup.txt <==
Looking at the critical path, the highest net fanout was 3. The run finished with clean final reports. The area of the core was 0.00691 sq mm; the DRC marker count from the first detailed-route iteration was 16. The areal power density over the cells was 443 mW/mm^2; the gate count after technology mapping was 32. Yosys reports that the most numerous cell types are xor3_1, xor2_1, xor3_4. The area growth from synthesis to layout is 98.1%. The number of cells on the worst hold path is listed as 3.

The run gives 2 for the detailed-router iteration count before antenna repair. The required time at the worst endpoint is listed as 960 ps. The run gives 774 as the count of fill cells added during filler insertion. Across the run, the number of max-cap violations was 0.

The leakage component of the power was reported as 0.821 nW. In this run the vertical extent of the chip is 105 um. The type recorded for the worst min-delay path is primary input to output port. Sequential cells placed in the final layout were counted as 0. The cell area that synthesis handed to floorplanning was 719 sq um. In this run the tightest slew margin relative to its limit is 92.3%. Entering global routing, the biggest net connects 4 pins. The cell area after layout was 0.00143 sq mm. The critical path is of the primary input to output port type. In the placement report, post-DP HPWL is listed as 2740 um. The stage logs contain a warning count of 32. Hold is met by 805 ps. Input and output buffers added on the ports amount to 64. Of the post-synthesis cell area, the dominant cell type holds 92.5%. Number of primary I/O pins: 64.

After synthesis, the design contains 32 cells according to Yosys. The run gives 612 as the number of vias in the routed layout. In the routed layout, each cell is associated on average with a via count of 2.97. Per the OpenROAD floorplan log, the width of the die is 105 um. For the finished layout, the period the worst path requires is 1180 ps. STA on the placed design reports a worst setup slack of -803 ps. Setup repair after global routing left no endpoint under its margin.

Leading area contributor after synthesis: xor3_1. Global routing consumed, over all layers together, 5.31% of the routing resources. The highest clock frequency the design can meet was 846 MHz; the wire length of the first global-routing pass was 4530 um.

With the fraction of final layout cells sized beyond drive strength 1 at 60.0%, the post-detailed-placement cell area is 0.00159 sq mm. After synthesis, the mean cell area works out to 22.5 sq um. The tools report the final global-route overflow total as 0. The final layout report lists a clock buffer count of 0. Across the whole layout, storage elements account for 0 sq um. In the post-synthesis netlist, the biggest area contributors are xor3_1, xor3_4, xor2_1. The initial antenna violation count was 0.

The final timing report lists a max-slew violation count of 0. The via count of the first global-routing pass was 687. STA classifies the critical path startpoint as a primary input. Counting distinct cell types in the post-synthesis netlist gives 3. The sort of element at the end of the critical path is an output port. The floorplan step records an initial core utilization of 10.4%. Total power for the finished layout comes to 0.632 mW. The routed design ends up with an antenna cell count of 0. Count of synthesis-stage warnings from yosys: 0. Sequential cells were found to cover 0% of the synthesized design area. The worst path uses 98.5% of the clock period. The final weighted congestion recorded by global placement is 0.771. The OpenROAD report gives the critical path a data arrival time of 940 ps.

In this run the full chip footprint comes out at 0.0110 sq mm. Wire length per cell after detailed routing: 14.6 um. In the routed design, unresolved DRC markers number 0. For reference, the final report shows the hold violation count at 0. According to the floorplan log, the row count is 30.

The worst setup slack after layout is 17.6 ps. The aggregate negative setup slack was 0 ps. Summed over all layers, the routed wires come to 3000 um. The worst vdd rail ir drop is 0.000157 V.

At the pin with the least slew margin, the transition time is 116 ps. The count of antenna-violating nets left after detailed routing is 0, and the yosys synthesis chip area is 719 sq um. The end-of-flow timing check tallies setup violations at 0. The library cell with the highest instance count after synthesis is xor3_1.
-- worst paths after layout --
path / startpoint / endpoint
worst max-delay path: A[13] / Z[27]
worst min-delay path: A[2] / Z[27]
-- what timing repair did --
| item | CTS | global route |
|---|---|---|
| pin swaps | 22 | 13 |
| buffers inserted | 0 | 0 |
| setup endpoints to repair | 32 | 18 |
| hold buffers | 0 | 0 |
| resized | 215 | 20 |
-- final cells by class --
type	instances	area (sq um)	area share, %
timing repair buffer	78	586	41.1
tap	96	120	8.43
multi-input combinational	32	719	50.5
-- stage by stage --
step | instances | util, %
3_3_place_gp | 207 | 23.1
5_1_grt | 206 | 20.6
2_1_floorplan | 32 | -
4_1_cts | 207 | 21.0
6_report | 206 | 20.6
3_5_place_dp | 207 | 23.1
-- kinds of logic after synthesis --
family / synth area share [%]
XOR/XNOR: 100
-- worst max-delay path, stage by stage --
cell and delay (ps):
buf_2 120, buf_4 130, xor3_1 330, buf_2 130
-- metal layers --
| metal | part of all wire (%) | wire length [um] | track usage (%) | up-vias |
|---|---|---|---|---|
| met5 | 0 | 0 | 0 | - |
| met4 | 0 | 0 | 0 | 0 |
| met1 | 40 | 1200 | 7.13 | 280 |
| li1 | - | - | - | 286 |
| met2 | 46 | 1370 | 8.14 | 46 |
| met3 | 14 | 435 | 2.55 | 0 |
-- power breakdown --
part | total (mW) | leakage [nW] | internal, mW | switching, mW
Combinational | 0.632 | 0.821 | 0.475 | 0.157
Sequential | 0 | 0 | 0 | 0
Clock | 0 | 0 | 0 | 0
Total | 0.632 | 0.821 | 0.475 | 0.157
-- cells in the final DEF (no fill, tap or decap) --
cell	n
buf_2	25
dlygate4sd2_1	4
xor3_1	28
buf_6	12
buf_8	1
buf_4	20
xor3_4	1
xor2_1	3
clkdlybuf4s15_1	9
clkbuf_2	7
Power and IR drop assume default switching activity.
